$ cat /design/flow/run.sh
#!/bin/bash
# OpenROAD 26Q1-2900-gdf79404cd8, Yosys 0.63+post, stock flow scripts
make -C /OpenROAD-flow-scripts/flow DESIGN_CONFIG=/design/flow/config.mk WORK_HOME=/design/flow/orfs finish
$ cat /design/flow/config.mk
export PLATFORM = sky130hd
export DESIGN_NAME = debouncer
export DESIGN_NICKNAME = debouncer
export VERILOG_FILES = /design/flow/design.v
export SDC_FILE = /design/flow/constraint.sdc
export NUM_CORES = 4
export LEC_CHECK = 1
export CORE_AREA = 10 10 74 74
export DIE_AREA = 0 0 84 84
$ cat /design/flow/constraint.sdc
current_design debouncer

set clk_period 2.8
set clk_io_pct 0.2

create_clock -name clk0 -period $clk_period [get_ports {clk}]

set non_clock_inputs [all_inputs -no_clocks]
set_input_delay [expr $clk_period * $clk_io_pct] -clock clk0 $non_clock_inputs
set_output_delay [expr $clk_period * $clk_io_pct] -clock clk0 [all_outputs]
$ cat /design/flow/design.v
`timescale 1ns / 1ps
module debouncer(
    input clk,
    input PB,
    output reg PB_state
    );
    reg PB_sync_0;  always @(posedge clk) PB_sync_0 <= ~PB; 
    reg PB_sync_1;  always @(posedge clk) PB_sync_1 <= PB_sync_0;
    reg [15:0] PB_cnt;
    wire PB_idle = (PB_state==PB_sync_1);
    wire PB_cnt_max = &PB_cnt;
    always @(posedge clk)
        if(PB_idle)
            PB_cnt <= 0;   
        else begin
            PB_cnt <= PB_cnt + 16'd1;   
            if(PB_cnt_max) PB_state <= ~PB_state;
        end
endmodule
==> flow_summary_export.csv <==
group,metric,value,unit
run_status,status,"completed",
synthesis,synth_cell_types,24,
place,port_buffers,2,
critical_path,cp-end-kind,"output pin",
cts,clk_latency,0.25,ns
run,max_cap_violations,0,
critical_path,critPathKind,"reg2out",
detailed_routing,drt_first_pass_iters,6,
power,pwr-share-seq,58.9,%
cts,cts_sinks,19,
synthesis,synthFlopType,"dfxtp_1",
sta,tightest_slew,0.976,ns
sta,maxSlewViolCount,0,
synthesis,async_flop_share,0,%
synthesis,topCellsByArea,"dfxtp_1 44%, mux2i_1 4.9%, a21oi_1 4.3%, nand2_1 4.1%, nor4_1 3.8%",
sta,hold_violations,0,
synthesis,ys_seq_share,47.4,%
sta,setup_slack,1.07,ns
synthesis,ys_warn_count,1,
power,p_total,479,uW
synthesis,syn_area,823,um2
floorplan,ios,3,
floorplan,fp_util,20.7,%
floorplan,die_h,84,um
global_routing,grt_use_total,4.32,%
sta,relSlewSlack,34.5,%
global_routing,grt_pass1_wl,2.72,mm
detailed_routing,num_antenna_cells,0,
critical_path,worstPathCellList,"clkdlybuf4s50_1",
cts,cts_made_buffers,3,
finish,fin_cells,143,
floorplan,die_w,84,um
cts,post_cts_buffers,0,
synthesis,yosysMostFrequentCell,"dfxtp_1",
synthesis,top_area_share,43.8,%
cts,ctsResizeCount,0,
synthesis,synthTopCellsByCount,"18 x dfxtp_1, 9 x nand2_1, 7 x a21oi_1",
critical_path,slowest_stage,"clkdlybuf4s50_1",
power,power_density,512,nW/um2
detailed_routing,drt_iter0_markers,17,
place,routabilityCongestion,0.817,
sta,finalCriticalPeriod,1.73,ns
run,log.warning_count,25,
power,p_int,384,uW
critical_path,critPathRequiredTime,2.24,ns
detailed_routing,postRouteAntennaNets,0,
cts,htree_levels,1,
synthesis,ys.flops,19,
critical_path,start_kind,"register",
floorplan,design.core.area,3970,um2
detailed_routing,drc_errors,0,
power,clkPwrFrac,38.1,%
synthesis,avgSynthCellArea,9.25,um2
worst_hold_path,hold_path_class,"reg2reg",
place,hpwl,1.02,mm
finish,drive_above_1_share,6.45,%
global_routing,grt.overflow.total,0,
power,combPwrFrac,2.9,%
cts,cts-root-buf,"clkbuf_8",
power,sw_frac_of_total,19.8,%
global_routing,antenna_found_initial,0,
cts,clk_path_buf_depth,2,
synthesis,yosysCellCount,89,
sta,setup_viol_count_final,0,
detailed_routing,wirelength,1.46,mm
sta,skew,0.00312,ns
finish,syn_to_final_growth,13.7,%
detailed_routing,vias,625,
detailed_routing,vias_per_cell,4.37,
place,dp_cells,139,
power,peakVddDrop,0.258,mV
detailed_routing,avgRoutedWirePerCell,10.2,um
finish,filler_cell_count,437,
global_routing,grt_max_degree,12,
critical_path,slowest_delay,0.50,ns
critical_path,cp_max_fo,4,
synthesis,synthCells,89,
critical_path,cp_num_buf_inv,1,
cts,clkSlewWorstSetupHoldPaths,0.07,ns
cts,cts_tree,"yes",
critical_path,crit_arrival,1.17,ns
sta,rsz0062_at_grt,"false",
power,power_leakage,0.000282,uW
floorplan,die_area,7060,um2
synthesis,edf_count,1,
critical_path,crit_family,"buffers and inverters",
global_routing,grt_pass1_vias,616,
floorplan,num_rows,23,
synthesis,yosysChipArea,823,um2
sta,fmax,578,MHz
place,place_ws,1.08,ns
power,p_switching,94.9,uW
cts,cts_hold_buf,0,
sta,fin_setup_tns,0,ns
sta,period_used_share,61.8,%
synthesis,top_area_cell,"dfxtp_1",
## per-layer routing
metal,GRT usage [%],vias to the layer above,wire (um)
met3,1.08,4,41
li1,-,330,-
met1,5.73,285,751
met2,7.04,6,652
met4,0.609,0,17
met5,0,-,0
## power groups by stage
stage | clock network (uW) | logic (uW) | registers (uW)
after CTS | 189 | 14.6 | 282
after global routing | 203 | 17.1 | 283
final | 183 | 14.1 | 282
## cell usage in the layout, fill, tap and decap left out
cell type,netlist,final
a21oi_1,7,7
and2_1,1,1
clkbuf_1,1,1
clkbuf_8,0,3
clkdlybuf4s50_1,0,2
dfxtp_1,18,18
edfxtp_1,1,1
ha_1,1,1
inv_1,5,5
mux2i_1,4,4
nand2_1,9,9
nand2b_1,3,3
nand3_1,4,4
nand3_2,1,1
nand4_1,3,3
nand4_2,1,1
nor2_1,4,4
nor4_1,5,5
o21ai_0,3,3
o31ai_1,4,4
or3_1,3,3
or3_2,1,1
or4_1,4,4
xnor2_1,2,2
xor2_1,3,3
## state kept, by name, summed over array words and instances (netlist names)
register / count
PB_cnt: 16
PB_state: 1
PB_sync_0: 1
PB_sync_1: 1
## area by class of cell
| class | count | area, um2 | share of cell area (%) |
|---|---|---|---|
| clock buffer | 4 | 45.0 | 4.81 |
| multi-input combinational | 63 | 399 | 42.6 |
| inverter | 5 | 18.8 | 2.01 |
| timing repair buffer | 2 | 20.0 | 2.14 |
| sequential | 19 | 390 | 41.7 |
| tap | 50 | 62.6 | 6.68 |
## final timing paths
path	startpoint	endpoint	slack (ns)	depth (start not counted)
worst max register to register	PB_state	PB_state	1.08	3
worst min register to register	PB_sync_0	PB_sync_1	0.33	0
worst max-delay path	PB_state	PB_state	1.07	1
worst min-delay path	PB_sync_0	PB_sync_1	0.33	0
## stage by stage
step	area, um2	hold WS [ns]	util [%]
2_1_floorplan	823	0.310	-
3_3_place_gp	891	0.312	22.4
3_5_place_dp	891	0.315	22.4
4_1_cts	936	0.332	23.6
5_1_grt	936	0.335	23.6
6_report	936	0.330	23.6
## cell families (layout without fill, tap and decap cells)
family                     Yosys count  after routing  share of synthesized area, %
and+or+nand+nor                     39             39                          27.1
DFF                                 19             19                          47.4
AOI/OAI and AO/OA                   14             14                          9.73
buffers and inverters                7             11                          4.10
xor gates and xnor gates             5              5                          5.32
muxes                                4              4                          4.86
adders and majority gates            1              1                          1.52
Power is estimated from default activity; no workload was simulated.
