--- run.sh ---
#!/bin/bash
# OpenROAD 26Q1-2900-gdf79404cd8, Yosys 0.63+post, stock flow scripts
make -C /OpenROAD-flow-scripts/flow DESIGN_CONFIG=/design/flow/config.mk WORK_HOME=/design/flow/orfs finish
--- config.mk ---
export PLATFORM = sky130hd
export DESIGN_NAME = generate_random_seed
export DESIGN_NICKNAME = generate_random_seed
export VERILOG_FILES = /design/flow/design.v
export SDC_FILE = /design/flow/constraint.sdc
export NUM_CORES = 4
export LEC_CHECK = 1
export CORE_AREA = 10 10 70 70
export DIE_AREA = 0 0 80 80
--- constraint.sdc ---
current_design generate_random_seed

set clk_period 1.4
set clk_io_pct 0.2

create_clock -name clk0 -period $clk_period [get_ports {clk}]

set non_clock_inputs [all_inputs -no_clocks]
set_input_delay [expr $clk_period * $clk_io_pct] -clock clk0 $non_clock_inputs
set_output_delay [expr $clk_period * $clk_io_pct] -clock clk0 [all_outputs]
--- design.v ---
`timescale 1ns / 1ps
module generate_random_seed #(parameter N = 6)(
    input clk,
    input stop,
    input reset,
    output reg [N -1 : 0] seed = 0
    );
    reg [N - 1:0] counter = 0;
    always @(posedge clk) begin
        if(reset == 1'b1) begin
            counter <= 0;
        end
        if(stop == 1'b0) begin
            counter <= counter + 1;
        end
    end
    always @(posedge clk) begin
        if(reset == 1'b1) begin
            seed <= 0;
        end else if(stop == 1'b1) begin
            seed <= counter;
        end
    end
endmodule
==> impl_metrics.csv <==
group,metric,value,unit
final_timing,rsz0062_at_grt,"false",
status,outcome,"complete, no violations",
placement,place.gp.congestion,0.754,
worst_setup_path,critical-path-max-stage-delay,0.46,ns
yosys,synth.area.top_cells,"edfxtp_1 35%, dfxtp_1 23%, mux2i_1 12%",
final_timing,timing.slew.headroom,82.6,%
route,routed_via_density,3.32,
power,static-leakage-power,0.283,nW
hold_path,min_from,"seed[1]",
worst_setup_path,reg2reg_to,"counter[4]",
worst_setup_path,slowest_stage,"clkdlybuf4s50_1",
clocking,clkTransAtPathRegs,0.08,ns
yosys,yosys.area.top_type_share,35.2,%
placement,hpwl,716,µm
floorplanning,row_count,21,
worst_setup_path,arrival,1.06,ns
worst_setup_path,crit_end,"seed[3]",
worst_setup_path,critPathCaptureType,"output port",
floorplanning,die_h,80,µm
yosys,ys_area,512,µm²
worst_setup_path,startpoint,"seed[3]",
grt,grt_overflow_total,0,
yosys,synth.distinct_cells,16,
grt,grt_pass1_vias,354,
grt,grt_usage,3.02,%
final_timing,fin_crit_sh,95.5,%
yosys,xor_area_share,5.13,%
worst_setup_path,r2r_cells,4,
floorplanning,initCoreUtil,15.0,%
power,vdd_ir_drop_max,0.349,mV
worst_setup_path,reg2reg_from,"counter[0]",
yosys,simple_gate_share,18.3,%
final_timing,layout_min_cycle_time,1.34,ns
floorplanning,fp.coreArea,3420,µm²
cells_and_area,synthToLayoutAreaGrowth,38.6,%
grt,grt_max_degree,8,
final_timing,setup_tns,0,ns
cells_and_area,nFillCells,378,
route,vias,345,
final_timing,skew,0.00622,ns
cells_and_area,drive_above_1_share,25.9,%
cells_and_area,fin_util,20.8,%
yosys,yosys_cells,42,
clocking,tritoncts.num_buffers,3,
worst_setup_path,start_kind,"register",
worst_setup_path,crit_required,1.12,ns
power,p_per_area,1040,nW/µm²
yosys,mux_share,11.7,%
clocking,clock_sinks,12,
worst_setup_path,crit_chain,"clkdlybuf4s50_1",
final_timing,finalHoldViolCount,0,
route,finalWirelength,935,µm
worst_setup_path,cp_top_family,"buffers and inverters",
flow_run,cap_violations,0,
yosys,yosysSeqAreaShare,58.7,%
route,wl_per_cell,8.99,µm
yosys,syn_area_per_cell,12.2,µm²
yosys,ys.flops,12,
grt,grt_pass1_wl,1570,µm
worst_setup_path,path_class,"register to output port",
yosys,synth_cells,42,
route,diodes,0,
final_timing,timing.fmax,0.748,GHz
route,drtPass1Iterations,2,
placement,portBuffers,8,
clocking,cts_tree,"yes",
worst_setup_path,crit_path_max_fanout,2,
floorplanning,dieArea,6400,µm²
clocking,htree_levels,1,
floorplanning,pin_count,9,
yosys,fa_ha_area_share,2.44,%
clocking,clockBufferDepth,2,
yosys,ys_sh_aoi,1.47,%
yosys,synth_area,512,µm²
clocking,root_buffer,"clkbuf_4",
hold_path,hold_class,"register to register",
clocking,cts_setup_buffers,0,
grt,antenna_found_initial,0,
yosys,yosys.area.top_type,"edfxtp_1",
worst_setup_path,regToRegSetupSlack,0.15,ns
worst_setup_path,cp.depth,1,
worst_setup_path,crit_buf_inv,1,
route,drt_iter0_markers,5,
final_timing,setup_viol,0,
yosys,ys_warn_count,1,
final_timing,worst_pin_slew,0.262,ns
clocking,worstSkewPairLatency,0.27,ns
final_timing,drv_slew,0,
final_timing,hold-worst-slack,0.488,ns
route,route.detailed.drc,0,
flow_run,warning_count,25,
yosys,top_logic_kind,"simple AND/OR/NAND/NOR gates",
floorplanning,die_w,80,µm
route,antenna_left,0,
[routing by layer]
metal	part of all wire [%]	vias up	GRT usage [%]
met5	0	-	0
met4	0	0	0.704
met3	5.9	0	1.48
met2	49	5	4.74
met1	45	164	3.63
li1	-	176	-
[sequential cells by signal (all words and copies together) (netlist names)]
signal and count:
seed 6, counter 6
[area by class of cell]
cell class                 instances  area [µm²]  area share [%]
sequential                        12         305            43.0
multi-input combinational         29         200            28.2
timing repair buffer              13         120            16.9
tap                               46        57.6            8.11
clock buffer                       3        22.5            3.17
clock inverter                     1        3.75           0.529
[worst min-delay path by stage]
stage	cells past startpoint	to
global route	2	seed[1]
CTS	2	seed[1]
finish	2	seed[1]
[report_power, final]
| part | switching (mW) | internal (mW) |
|---|---|---|
| sequential | 0.0265 | 0.404 |
| combinational | 0.0352 | 0.0575 |
| clock | 0.110 | 0.103 |
[kinds of logic (layout without fill, tap and decap cells)]
kind of cell	count (synthesis)	in the layout
fa+ha+maj	1	1
flops	12	12
simple gates	18	18
xor+xnor	3	3
mux	6	6
compound gates	1	1
buf+inv	1	17
[cells in the mapped netlist]
master and n:
nor4_2 1, xnor2_1 1, mux2i_1 6, nand2_1 1, nor2_1 11, xor2_1 2
o21bai_1 1, or2b_2 1, ha_1 1, buf_6 1, nand3_1 1, nand3_2 1
nand2b_1 1, dfxtp_1 6, edfxtp_1 6, nor2b_1 1
[metrics by stage]
step                      worst slack (ns)  power, mW  instances  area (µm²)
after floorplan                      0.223      0.479         42         512
after global placement            -0.00325      0.532        100         676
after detailed placement           -0.0259      0.532        100         676
after CTS                           0.0222      0.751        104         702
after global routing               0.00803      0.785        104         709
final                               0.0627      0.736        104         709
[worst register-to-register path, delay by kind of cell (launching register included)]
| family | cells | cell delay (ns) |
|---|---|---|
| XOR/XNOR | 1 | 0.15 |
| adder cells (fa/ha/maj) | 1 | 0.26 |
| flip-flops | 1 | 0.45 |
| AND/OR/NAND/NOR | 2 | 0.16 |
[cell usage in the layout (no fill, tap or decap), drive strengths merged]
cell           instances
mux2i                  6
xnor2                  1
nand2b                 1
dlymetal6s2s           1
nor2                  11
clkinv                 1
xor2                   2
nor4                   1
nand3                  2
dfxtp                  6
o21bai                 1
nor2b                  1
clkdlybuf4s50          7
nand2                  1
or2b                   1
clkbuf                 3
ha                     1
edfxtp                 6
buf                    5
[what timing repair did]
item,in CTS,in global routing
setup endpoints to repair,0,5
hold buffers,0,0
gates resized,0,5
Power is estimated from default activity; no workload was simulated.
